`design/flow/design.v`:
```
module frequency_divider(clk,rst,clk_out);  
	input clk,rst;
	output reg clk_out;	 
	parameter factor = 28'd24999999; 
	parameter n = 25;  
	reg [n-1:0]counter;
	always @(posedge clk)
	begin
		if(rst)	begin 		 
			counter <= 28'd0;	 
			clk_out <= 1'b0;
		end
		else if(counter==factor)begin
			counter <= 28'd0;	 
			clk_out <= ~clk_out;
		end
		else
		counter <= counter+1;
	end
endmodule
module frequency_divider_special(clk,rst,clk_out);  
	input clk,rst;
	output clk_out;	 
	parameter factor = 28'd49999999; 
	parameter n = 26;  
	reg [n-1:0]counter;
	always @(posedge clk)	
	begin
		if(rst)				 
			counter <= 28'd0;	 
		else if(counter==factor)
			counter <= 28'd0;
		else
		counter <= counter+1;
	end
	assign clk_out =counter[n-1];	 
endmodule
```
`design/flow/run.sh`:
```
#!/bin/bash
# OpenROAD 26Q1-2900-gdf79404cd8, Yosys 0.63+post, stock flow scripts
make -C /OpenROAD-flow-scripts/flow DESIGN_CONFIG=/design/flow/config.mk WORK_HOME=/design/flow/orfs finish
```
`design/flow/config.mk`:
```
export PLATFORM = sky130hd
export DESIGN_NAME = frequency_divider
export DESIGN_NICKNAME = frequency_divider
export VERILOG_FILES = /design/flow/design.v
export SDC_FILE = /design/flow/constraint.sdc
export NUM_CORES = 4
export LEC_CHECK = 1
export CORE_AREA = 10 10 88 88
export DIE_AREA = 0 0 98 98
```
`design/flow/constraint.sdc`:
```
current_design frequency_divider

set clk_period 2.9
set clk_io_pct 0.2

create_clock -name clk0 -period $clk_period [get_ports {clk}]

set non_clock_inputs [all_inputs -no_clocks]
set_input_delay [expr $clk_period * $clk_io_pct] -clock clk0 $non_clock_inputs
set_output_delay [expr $clk_period * $clk_io_pct] -clock clk0 [all_outputs]
```
==> run notes <==
run metrics: combinational share of power=0.028, CTS tree=yes, drt total wl=between 2000 and 2500 µm, skew final=around 5.4 ps, Post-synth seq share=0.4293, Critical Path AT=approximately 2400 ps, TritonCTS buffer count=3, Vias=~940, CTS Hold Bufs=0, Clock power frac=0.376, Ports=3, # Cells Yosys=~140, Critical Path Start=counter[0], H-Tree Depth=1, Setup crit start kind=flop, most frequent logic cell in the layout=dfxtp_1, ao+oa area frac=0.1249, starting density of the core=0.2048, crit-path cells=ha_1 > nand2_1 > or4_1 > or4_4 > a21oi_2, Tcrit/Tclk final=0.7636, P per Cell Area=roughly 450 mW/mm², mux share=0, CP endpoint=counter[22], Avg Cell Area, Syn=around 9 µm², CP required=3110 ps, Latency at later pin=~270 ps, PortBufs=2, Max Root-Sink Buffers=2, post-synth top area cell=dfxtp_1, fin util=0.2314, Synth area leaders=dfxtp_1 (43%), xnor2_1 (6.5%), nor2_1 (5.3%), r2r endpoint=counter[22], Yosys chip area=about 0.0012 mm², synthesized instance count=between 100 and 150, sequential share of power=0.596, worst vdd ir=0.0002901 V, Power Internal=0.0004883 W, synthesized area=0.001212 mm², RePlAce Congestion=between 0.7 and 0.8, Die Span X=between 90 and 100 µm, Yosys Warn Count=1, Clock Pin Slew Worst Setup and Hold Paths=90 ps, DRC Markers=0, num rows=28, CP Capture Type=flop, via/cell ratio=4.372, slowest stage delay, CP=between 600 and 700 ps, die height=approximately 98 µm, worst-path fanout max=7, layout cells sized above 1=0.1143, Worst Tran Pin Value=~380 ps, R2R depth=5, crit path kind=flop to flop, initial antenna violation count=0, Main logic family=simple AND/OR/NAND/NOR gates, GRT Overall Usage=0.04617, CORE AREA=around 0.0059 mm², dpl ws=between 700 and 800 ps, # resized after CTS=0, final worst slack=between 600 and 700 ps, area share, top type=0.4293, area growth from synthesis to layout=13.00%, DR iter-0 viols=50, clock root cell=clkbuf_8, gr ovfl total=0, Slowest cell on crit path=or4_1, flop2flop setup slack=just under 700 ps, switch share=0.1997, count of tool warnings=25, headroom to the max-slew limit=0.7475, HPWL Detailed=1561 µm, ys flops=26, diode count=0, Leakage=0.3948 nW, Yosys cell types=27, Min-Delay Path Class=flop to flop, final hold vios=0, post-CTS setup buffer count=0, final max-slew violation count=0, Clock Sinks=26, pin count of the biggest net entering global routing=15, vias in the first global route=between 800 and 900, and+or+nand+nor area frac=0.3117, outcome=finished clean, RSZ-0062 raised after global routing=no, WL per Instance=slightly above 10 µm, max cap viols=0, XOR Share, Synth=0.08669, first drt pass iteration count=4, Peak Freq=451.6 MHz, global-route wire length before repair=about 4000 µm, Die ar.=slightly below 0.01 mm², Layout fillers=622, Setup Viol. Count Final=0, Top cells excl fill/tap=dfxtp_1 (26), nor2_1 (17), a21oi_1 (10), total negative slack=0 ps, Sw Pwr=0.0001219 W, Antenna Violating Nets Remaining=0, crit path time final=~2200 ps, Adders+Majority by Area=0.01032, reg-to-reg startpoint=counter[0]
[cells by family after synthesis]
kind of cell | after synthesis
buf+inv | 9
compound gates | 25
fa+ha+maj | 1
simple gates | 63
flops | 26
xor+xnor | 12
[worst min-delay path by stage]
stage	start	to	depth (start not counted)
CTS	counter[0]	counter[0]	1
global route	counter[0]	counter[0]	1
finish	counter[0]	counter[0]	1
[flip-flops by register name, summed over array words and instances, names as in the netlist]
signal,count
counter,25
clk_out,1
[layout make-up]
| type | instances | area, µm² | share of cell area |
|---|---|---|---|
| clock buffers | 4 | 55.05 | 0.04018 |
| inverters | 5 | 18.77 | 0.01370 |
| multi-input cells | 101 | 646.9 | 0.4721 |
| flip-flops and latches | 26 | 520.5 | 0.3799 |
| well taps | 75 | 93.84 | 0.06849 |
| repair buffers | 4 | 35.03 | 0.02557 |
[critical path: cells and delay by family, from the launching register on]
family / cells / cell delay [ps]
flops: 1 / 380
simple gates: 3 / 1410
compound gates: 1 / 130
fa+ha+maj: 1 / 240
[power groups by stage]
stage	logic, W	registers [W]	clock network, W
5_1_grt	0.0000193	0.000364	0.000256
4_1_cts	0.0000170	0.000364	0.000240
6_report	0.0000168	0.000364	0.000230
[cell usage after synthesis, drive strengths merged]
cell,n
and4,1
nor2,17
nand4b,1
a21oi,12
and3,1
or3,7
o31ai,5
nand4,4
or4,10
o21bai,1
ha,1
nand2,8
nor3,4
buf,4
o21ai,7
xor2,3
or4b,2
inv,5
xnor2,9
nand3,8
dfxtp,26
[metal layers]
layer / up-vias / GRT usage / wire length (µm) / share of wire
li1: 502 / - / - / -
met1: 432 / 0.06569 / 1204 / 0.54
met2: 4 / 0.07107 / 947 / 0.42
met3: 2 / 0.01138 / 54 / 0.024
met4: 0 / 0.005593 / 28 / 0.013
met5: - / 0 / 0 / 0
[stage by stage]
step                power (W)  cells  area, µm²  hold slack, ps
finish              0.0006102    215       1370           467.4
global route        0.0006396    215       1370           507.4
CTS                 0.0006212    215       1370           476.3
detailed placement  0.0003891    211       1315           454.9
global placement    0.0003893    211       1315           465.7
floorplan           0.0003827    136       1212           428.8
Power figures rest on the tool's default switching activity, not on a simulated workload.
