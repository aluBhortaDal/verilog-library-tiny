**flow/config.mk**
```make
export PLATFORM = sky130hd
export DESIGN_NAME = binary_to_hex_7segDecoder
export DESIGN_NICKNAME = binary_to_hex_7segDecoder
export VERILOG_FILES = /design/flow/design.v
export SDC_FILE = /design/flow/constraint.sdc
export NUM_CORES = 4
export LEC_CHECK = 1
export CORE_AREA = 10 10 70 70
export DIE_AREA = 0 0 80 80
```
**flow/constraint.sdc**
```tcl
current_design binary_to_hex_7segDecoder

set clk_period 1.2
set clk_io_pct 0.2

create_clock -name clk0 -period $clk_period

set non_clock_inputs [all_inputs -no_clocks]
set_input_delay [expr $clk_period * $clk_io_pct] -clock clk0 $non_clock_inputs
set_output_delay [expr $clk_period * $clk_io_pct] -clock clk0 [all_outputs]
```
**flow/design.v**
```verilog
module sketch
	(
		CLOCK_50,						 
		KEY,							 
		SW,								 
		VGA_CLK,   						 
		VGA_HS,							 
		VGA_VS,							 
		VGA_BLANK,						 
		VGA_SYNC,						 
		VGA_R,   						 
		VGA_G,	 						 
		VGA_B,   						 
		HEX4, HEX5, HEX6, HEX7
	);
	parameter WIDTH = 8'd6;
	parameter HEIGHT = 7'd6;
	parameter HALF_HEIGHT = 7'd3;
	input			CLOCK_50;				 
	input	[3:0]	KEY;					 
	input	[17:0]	SW;						 
	output			VGA_CLK;   				 
	output			VGA_HS;					 
	output			VGA_VS;					 
	output			VGA_BLANK;				 
	output			VGA_SYNC;				 
	output	[9:0]	VGA_R;   				 
	output	[9:0]	VGA_G;	 				 
	output	[9:0]	VGA_B;   				 
	output [6:0] HEX4, HEX5, HEX6, HEX7;
	wire resetn;
	assign resetn = KEY[0];
	wire [2:0] color;
	wire [2:0] complement;
	wire [2:0] colour;
	wire [7:0] x;
	wire [6:0] y;
	wire writeEn;
	wire [7:0] xCounter;
	wire [6:0] yCounter;
	wire [7:0] xActual;
	wire [6:0] yActual;	
	reg [7:0] xa;
	reg [6:0] ya;	
	assign x[7 :0] = SW[7 :0];
	assign y[6:0] = SW[14 :8];
	assign color[2:0] = SW[17:15]; 
	assign complement[2:0] = ~SW[17:15]; 
	always@(posedge CLOCK_50)
	begin
		xa <= xCounter;
		ya <= yCounter;
	end 
	assign writeEn = ~KEY[2] || (~KEY[1] && (xa >= x) && (xa < (x+WIDTH)) && (ya >= y) && (ya < (y+HEIGHT)));
	pos_select ps(xa, ya, xCounter, yCounter, KEY[2], xActual, yActual);
	colour_select kk (color, (yCounter < (y + HALF_HEIGHT)), colour, KEY[2]);
	binary_to_hex_7segDecoder x1 (SW[3:0], HEX6);
	binary_to_hex_7segDecoder x2 (SW[7:4], HEX7);
	binary_to_hex_7segDecoder y1 (SW[11:8], HEX4);
	binary_to_hex_7segDecoder y2 (SW[14:12], HEX5);
	vga_adapter VGA(
			.resetn(resetn),
			.clock(CLOCK_50),
			.colour(colour),
			.x(xActual),
			.y(yActual),
			.plot(writeEn),
			.VGA_R(VGA_R),
			.VGA_G(VGA_G),
			.VGA_B(VGA_B),
			.VGA_HS(VGA_HS),
			.VGA_VS(VGA_VS),
			.VGA_BLANK(VGA_BLANK),
			.VGA_SYNC(VGA_SYNC),
			.VGA_CLK(VGA_CLK),
			.xCounter(xCounter),
			.yCounter(yCounter));
		defparam VGA.RESOLUTION = "160x120";
		defparam VGA.MONOCHROME = "FALSE";
		defparam VGA.BITS_PER_COLOUR_CHANNEL = 1;
		defparam VGA.BACKGROUND_IMAGE = "display.mif";
endmodule 
module pos_select(xa, ya, xCounter, yCounter, resetn, xActual, yActual);
	input [7:0] xa, xCounter;
	input [6:0] ya, yCounter; 
	input resetn; 
	output reg [7:0] xActual;
	output reg [6:0] yActual; 
	always@(*) begin 
		if (resetn) begin 
			xActual <= xa;
			yActual <= ya;
		end 
		else begin 
			xActual <= xCounter;
			yActual <= yCounter;
		end 
	end
endmodule 
module colour_select(user_given, is_bottom, colour, resetn);
	input [2:0] user_given;
	input is_bottom;
	input resetn ;
	output reg[2:0] colour;
	always@(*)begin
		if (!resetn)
			colour <= 3'b000;
		else if(is_bottom)
			colour <= ~user_given;
		else 
			colour <= user_given;
	end 
endmodule 
module binary_to_hex_7segDecoder (n, hex_decoder);
	input [3:0] n;			 
	output [6:0] hex_decoder;	 
	assign hex_decoder[0] = ~((n[0] & n[2] & (~n[3])) | ((~n[0]) & (~n[2])) | ((~n[0]) & n[3]) | (n[1] & n[2]) | (n[1] & (~n[3])) | ((~n[1]) & (~n[2]) & n[3]));
	assign hex_decoder[1] = ~((n[0] & n[1] & (~n[3])) | (n[0] & (~n[1]) & n[3]) | ((~n[0]) & (~n[1]) & (~n[3])) | ((~n[0]) & (~n[2])) | ((~n[2]) & (~n[3])));
	assign hex_decoder[2] = ~((n[0] & (~n[1])) | (n[0] & (~n[2])) | ((~n[1]) & (~n[2])) | (n[2] & (~n[3])) | ((~n[2]) & n[3]));
	assign hex_decoder[3] = ~((n[0] & n[1] & (~n[2])) | (n[0] & (~n[1]) & n[2]) | ((~n[0]) & n[1] & n[2]) | ((~n[0]) & (~n[2]) & (~n[3])) | ((~n[1]) & n[3]));
	assign hex_decoder[4] = ~(((~n[0]) & n[1]) | ((~n[0]) & (~n[2])) | (n[1] & n[3]) | (n[2] & n[3]));
	assign hex_decoder[5] = ~(((~n[0]) & (~n[1])) | ((~n[0]) & n[2]) | (n[1] & n[3]) | ((~n[1]) & n[2] & (~n[3])) | ((~n[2]) & n[3]));
	assign hex_decoder[6] = ~((n[0] & (~n[1]) & n[2]) | ((~n[0]) & n[2] & (~n[3])) | (n[1] & (~n[2])) | (n[1] & n[3]) | ((~n[2]) & n[3]));
endmodule 
```
**flow/run.sh**
```bash
#!/bin/bash
# OpenROAD 26Q1-2900-gdf79404cd8, Yosys 0.63+post, stock flow scripts
make -C /OpenROAD-flow-scripts/flow DESIGN_CONFIG=/design/flow/config.mk WORK_HOME=/design/flow/orfs finish
```
==> results.toml <==
# generated from flow reports
[status]
status = "complete, no violations"

[min_path]
worst_hold_path_type = "input pin to primary output"

[worst_setup_path]
critical_path_class = "input pin to primary output"
worst_ep_required_time_ns = 0.96
critPathLaunch = "n[1]"
crit_family = "buffers and inverters"
start_kind = "input pin"
critPathMaxFanout = 8
termination_of_the_worst_setup_path = "hex_decoder[4]"
worstPathBufferInverterCount = 3
critPathArrivalTime_ns = 0.91
timing.critical_path.slowest_cell_delay_ns = 0.15
endpoint_kind = "primary output"
crit_path_cell_trace = "buf_6, nand2b_4, buf_4, o22ai_2, buf_2"
worst_path_max_delay_cell = "nand2b_4"
critical_path_depth = 5

[final_layout]
proportion_of_layout_cells_with_a_drive_suffix_above_1 = 0.680
area.growth.synth_to_final_pct = 109
n_clock_buffer = 0
nFlopsAndLatches = 0
final_util = 0.134
seq_area_um2 = 0
post_layout_nonfiller_instances = 96
postLayoutCellArea_um2 = 458

[power]
power.ir.vdd_worst_v = 0.000144
power_density_mw_per_mm2 = 333
p_total_uw = 152
p_leak_nw = 0.209

[place]
dpl_cell_area_um2 = 399
pre_cts_ws_ns = -0.898
io_buffer_count = 11
post_placement_cell_count = 92
dp_hpwl_um = 639
gp_congestion = 0.787

[final_timing]
fin_hold_ws_ns = 0.814
final_hold_viol_count = 0
tightest_slew_ns = 0.236
timing.final.crit_share = 0.960
setup_ws_ns = 0.0481
timing.slew.headroom = 0.842
final-max-slew-violation-count = 0
clock.fmax_ghz = 0.868
grt_setup_unrepaired = "no"
timing.final.crit_period_ns = 1.15
finalSetupViolations = 0
fin_tns_setup_ns = 0

[flow_run]
max_cap_violations = 0
tool_warnings = 32

[synth]
synth_seq_share = 0
yosys_area_um2 = 219
yosys.cell_types.count = 19
ys_top_cells_by_area = "buf_6 (15%), nand2b_4 (13%), nand3_1 (9.1%)"
synth_largest_type_area_fraction = 0.154
ys_cells = 31
post-synth-top-count-cell = "nand3_1"
largest_area_contributor_in_the_netlist = "buf_6"
number_of_synthesis_warnings = 0
synthesis.instances = 31
synthesis.area_per_instance_um2 = 7.06
synth.top_cells.by_count = "nand3_1 (4), buf_6 (3), inv_1 (3), nand2_1 (3)"
area_of_the_mapped_netlist_um2 = 219

[die]
die_w_um = 80
design.die.area_mm2 = 0.00640
fp.dieH_um = 80
io_pins = 11
std_cell_rows = 21
initial_core_util = 0.0641
core_region_area_mm2 = 0.00342

[global_route]
grt_pass1_wl_um = 1460
grt_usage = 0.0275
maximum_number_of_pins_on_one_net_before_global_route_repair = 9
antenna_found_initial = 0
first_global_vias = 317
globalRoute.totalOverflow = 0

[detailed_routing]
drt_drc_violations_left = 0
antenna_cells_inserted = 0
dr.pass1.iters = 4
ant_nets = 0
wire_per_inst_um = 8.85
avg_vias_per_cell = 2.98
drt_first_iter_violations = 5
postRouteWirelength_um = 850
route.vias.total = 286
==> logic make-up after synthesis <==
logic type,Yosys count,synth area share
buffers and inverters,7,0.269
and+or+nand+nor,11,0.309
xor gates and xnor gates,2,0.0800
AOI/OAI and AO/OA,11,0.343
==> tightest hold or removal path, delay by kind of cell <==
family                 cells  cell delay [ns]
buffers and inverters      2             0.22
AOI/OAI and AO/OA          1             0.11
==> placed cells by master (no fill, tap or decap), drive strengths merged <==
cell / n
a22o: 1
a21oi: 1
buf: 22
nand3: 4
a31oi: 1
xor2: 2
o22ai: 1
clkbuf: 1
nand2b: 2
o21ai: 4
o2bb2ai: 1
nor3: 1
nor2: 1
inv: 3
o31ai: 1
o311ai: 1
nand2: 3
==> area by class of cell <==
class | instances | area, um2
fill | 405 | 2960
timing repair buffer | 23 | 181
multi-input combinational | 24 | 208
tap | 46 | 57.6
inverter | 3 | 11.3
==> worst min path at each step <==
stage	from	end	slack [ns]	cells past startpoint
final	n[2]	hex_decoder[3]	0.81	3
after global routing	n[2]	hex_decoder[3]	0.84	3
after CTS	n[2]	hex_decoder[3]	0.81	3
==> repair_timing <==
action,CTS,global route
pin swaps,4,4
hold endpoints to repair,0,0
setup endpoints to repair,7,5
hold buffers,0,0
setup buffers,5,0
gates resized,55,6
==> report_power, final <==
group	total (mW)	switching (mW)	internal, mW
combinational	0.152	0.0675	0.0850
clock	0	0	0
sequential	0	0	0
==> metal layers <==
metal / vias up / GRT usage / wire length (um)
li1: 148 / - / -
met1: 125 / 0.0461 / 515
met2: 13 / 0.0329 / 254
met3: 0 / 0.00909 / 80
met4: 0 / 0 / 0
met5: - / 0 / 0
