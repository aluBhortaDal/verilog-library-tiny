==> flow/design.v <==
module vga_address_translator(x, y, mem_address);
	parameter RESOLUTION = "320x240";
	input [((RESOLUTION == "320x240") ? (8) : (7)):0] x; 
	input [((RESOLUTION == "320x240") ? (7) : (6)):0] y;	
	output reg [((RESOLUTION == "320x240") ? (16) : (14)):0] mem_address;
	wire [16:0] res_320x240 = ({1'b0, y, 8'd0} + {1'b0, y, 6'd0} + {1'b0, x});
	wire [15:0] res_160x120 = ({1'b0, y, 7'd0} + {1'b0, y, 5'd0} + {1'b0, x});
	always @(*)
	begin
		if (RESOLUTION == "320x240")
			mem_address = res_320x240;
		else
			mem_address = res_160x120[14:0];
	end
endmodule
module vga_controller(	vga_clock, resetn, pixel_colour, memory_address, 
		VGA_R, VGA_G, VGA_B,
		VGA_HS, VGA_VS, VGA_BLANK,
		VGA_SYNC, VGA_CLK, xCounter, yCounter);
	parameter BITS_PER_COLOUR_CHANNEL = 1;
	parameter MONOCHROME = "FALSE";
	parameter RESOLUTION = "320x240";
	parameter C_VERT_NUM_PIXELS  = 10'd480;
	parameter C_VERT_SYNC_START  = 10'd493;
	parameter C_VERT_SYNC_END    = 10'd494;  
	parameter C_VERT_TOTAL_COUNT = 10'd525;
	parameter C_HORZ_NUM_PIXELS  = 10'd640;
	parameter C_HORZ_SYNC_START  = 10'd659;
	parameter C_HORZ_SYNC_END    = 10'd754;  
	parameter C_HORZ_TOTAL_COUNT = 10'd800;	
	input vga_clock, resetn;
	input [((MONOCHROME == "TRUE") ? (0) : (BITS_PER_COLOUR_CHANNEL*3-1)):0] pixel_colour;
	output [((RESOLUTION == "320x240") ? (16) : (14)):0] memory_address;
	output reg [9:0] VGA_R;
	output reg [9:0] VGA_G;
	output reg [9:0] VGA_B;
	output reg VGA_HS;
	output reg VGA_VS;
	output reg VGA_BLANK;
	output VGA_SYNC, VGA_CLK;
	reg VGA_HS1;
	reg VGA_VS1;
	reg VGA_BLANK1; 
	output reg [9:0] xCounter, yCounter;
	wire xCounter_clear;
	wire yCounter_clear;
	wire vcc;
	reg [((RESOLUTION == "320x240") ? (8) : (7)):0] x; 
	reg [((RESOLUTION == "320x240") ? (7) : (6)):0] y;	
	assign vcc =1'b1;
	always @(posedge vga_clock or negedge resetn)
	begin
		if (!resetn)
			xCounter <= 10'd0;
		else if (xCounter_clear)
			xCounter <= 10'd0;
		else
		begin
			xCounter <= xCounter + 1'b1;
		end
	end
	assign xCounter_clear = (xCounter == (C_HORZ_TOTAL_COUNT-1));
	always @(posedge vga_clock or negedge resetn)
	begin
		if (!resetn)
			yCounter <= 10'd0;
		else if (xCounter_clear && yCounter_clear)
			yCounter <= 10'd0;
		else if (xCounter_clear)		 
			yCounter <= yCounter + 1'b1;
	end
	assign yCounter_clear = (yCounter == (C_VERT_TOTAL_COUNT-1)); 
	always @(*)
	begin
		if (RESOLUTION == "320x240")
		begin
			x = xCounter[9:1];
			y = yCounter[8:1];
		end
		else
		begin
			x = xCounter[9:2];
			y = yCounter[8:2];
		end
	end
	vga_address_translator controller_translator(
					.x(x), .y(y), .mem_address(memory_address) );
		defparam controller_translator.RESOLUTION = RESOLUTION;
	always @(posedge vga_clock)
	begin
		VGA_HS1 <= ~((xCounter >= C_HORZ_SYNC_START) && (xCounter <= C_HORZ_SYNC_END));
		VGA_VS1 <= ~((yCounter >= C_VERT_SYNC_START) && (yCounter <= C_VERT_SYNC_END));
		VGA_BLANK1 <= ((xCounter < C_HORZ_NUM_PIXELS) && (yCounter < C_VERT_NUM_PIXELS));	
		VGA_HS <= VGA_HS1;
		VGA_VS <= VGA_VS1;
		VGA_BLANK <= VGA_BLANK1;	
	end
	assign VGA_SYNC = vcc;
	assign VGA_CLK = vga_clock;
	integer index;
	integer sub_index;
	always @(pixel_colour)
	begin		
		VGA_R <= 'b0;
		VGA_G <= 'b0;
		VGA_B <= 'b0;
		if (MONOCHROME == "FALSE")
		begin
			for (index = 10-BITS_PER_COLOUR_CHANNEL; index >= 0; index = index - BITS_PER_COLOUR_CHANNEL)
			begin
				for (sub_index = BITS_PER_COLOUR_CHANNEL - 1; sub_index >= 0; sub_index = sub_index - 1)
				begin
					VGA_R[sub_index+index] <= pixel_colour[sub_index + BITS_PER_COLOUR_CHANNEL*2];
					VGA_G[sub_index+index] <= pixel_colour[sub_index + BITS_PER_COLOUR_CHANNEL];
					VGA_B[sub_index+index] <= pixel_colour[sub_index];
				end
			end	
		end
		else
		begin
			for (index = 0; index < 10; index = index + 1)
			begin
				VGA_R[index] <= pixel_colour[0:0];
				VGA_G[index] <= pixel_colour[0:0];
				VGA_B[index] <= pixel_colour[0:0];
			end	
		end
	end
endmodule
==> flow/run.sh <==
#!/bin/bash
# OpenROAD 26Q1-2900-gdf79404cd8, Yosys 0.63+post, stock flow scripts
make -C /OpenROAD-flow-scripts/flow DESIGN_CONFIG=/design/flow/config.mk WORK_HOME=/design/flow/orfs finish
==> flow/config.mk <==
export PLATFORM = sky130hd
export DESIGN_NAME = vga_controller
export DESIGN_NICKNAME = vga_controller
export VERILOG_FILES = /design/flow/design.v
export SDC_FILE = /design/flow/constraint.sdc
export NUM_CORES = 4
export LEC_CHECK = 1
export CORE_AREA = 10 10 114 114
export DIE_AREA = 0 0 124 124
==> flow/constraint.sdc <==
current_design vga_controller

set clk_period 3.3
set clk_io_pct 0.2

create_clock -name clk0 -period $clk_period [get_ports {vga_clock}]

set non_clock_inputs [all_inputs -no_clocks]
set_input_delay [expr $clk_period * $clk_io_pct] -clock clk0 $non_clock_inputs
set_output_delay [expr $clk_period * $clk_io_pct] -clock clk0 [all_outputs]
==> results_dict.tcl <==
# metrics dict for downstream scripts
set metrics [dict create \
    status "complete, no violations" \
    synthCells 213 \
    die_w_um 124 \
    seq_power_share_pct 45.7 \
    max_freq_mhz 306 \
    postSynthAreaPerCell_sq_um 9.29 \
    switching_share_pct 16.8 \
    hold_viol_final 0 \
    fin_ws_ns 0.0287 \
    cp_data_arrival_time_ns 2.61 \
    rrSetupSlack_ns 1.08 \
    path_cells "inv_2, fa_1, inv_2, buf_6, ha_4, buf_4, a21o_1, a211oi_1, nor2_2, dlygate4sd2_1" \
    ys_chip_area_sq_mm 0.00198 \
    grt_overflow 0 \
    leakage_nw 1.21 \
    rows 37 \
    synth.area.mux_share_pct 1.33 \
    crit_fanout 2 \
    drive_above_1_share_pct 22.5 \
    grt_max_degree 21 \
    powerDensity_mw_per_mm2 266 \
    start_kind "flop" \
    most_common_cell "buf_4" \
    ff_type "dfrtp_1" \
    relSlewSlack_pct 65.2 \
    whs_ns 0.333 \
    logic_area_sq_mm 0.00109 \
    chip_area_sq_mm 0.0154 \
    drt_wl_total_um 4590 \
    switchingPower_mw 0.117 \
    ys_sh_xor_pct 6.19 \
    fillers 1084 \
    maxSlewViolCount 0 \
    fin_crit_sh_pct 99.1 \
    ys_cells 213 \
    port-buffer-count 42 \
    synth_seq_share_pct 31.4 \
    synth_area_sq_mm 0.00198 \
    cts_tree "built" \
    drt_iter0_drc 53 \
    first_pass_iters 5 \
    final_core_util_pct 25.1 \
    maxCapViolCount 0 \
    initCoreUtil_pct 19.0 \
    criticalPathCategory "flop to output port" \
    dp_slack_ns -0.115 \
    yosysWarnings 2 \
    crit_required_ns 2.64 \
    warnings 33 \
    hp-class "flop to flop" \
    aoi_share_pct 13.5 \
    numSynthFlops 26 \
    grt_use_total_pct 5.86 \
    fin_crit_ns 3.27 \
    topCellsByArea "dfrtp_1 25%, buf_4 15%, ha_1 14%" \
    synthSimpleGateAreaFrac_pct 13.9 \
    p_total_mw 0.695 \
    critPathSlowestCell "fa_1" \
    rsz0062_at_grt "true" \
    critPathMaxStageDelay_ns 0.54 \
    p_comb_share_pct 1.0 \
    ys_sh_adder_pct 15.9 \
    num_antenna_cells 0 \
    die_y_um 124 \
    irDropWorstVdd_uv 130 \
    finClkSkew_ns 0.00498 \
    vias_per_cell 4.08 \
    synthArstFlopShare_pct 76.9 \
    core_area_sq_mm 0.0104 \
    grt_pass1_vias 1497 \
    grt_pass1_wl_um 7450 \
    antenna_found_initial 0 \
    post-route-drc-count 0 \
    p_clk_share_pct 53.3 \
    crit_path_end_kind "output port" \
    p_int_mw 0.578 \
    dp_hpwl_um 3600 \
    top_cell_area_share_pct 25.3 \
    edf_count 0 \
    clk_pin_slew_ns 0.09 \
    vias 1550 \
    cpMostUsedCell "inv_2" \
    area_growth_pct 31.9 \
    io_pins 77 \
    worst_pin_slew_ns 0.522 \
    synth_cell_type_count 38 \
    synth.top_cells.by_count "40 x buf_4, 22 x ha_1, 20 x dfrtp_1, 17 x nor2_1, 11 x nand2_1" \
    wire_per_inst_um 12.1 \
    synth.logic.top_family "buffers and inverters" \
    yosysTopAreaCell "dfrtp_1" \
    setup_viol 0 \
    regArea_sq_um 621 \
    routabilityCongestion 0.830 \
    ant_nets 0 \
    clock_latency_ns 0.37 \
]
[cell usage in the layout (no fill, tap or decap), types with 2 or more instances in the layout]
cell             netlist  routed
a211oi_1               7       3
a211oi_2               0       2
a211oi_4               0       2
a21o_1                 3       3
a21oi_1                7       6
a31oi_1                4       4
and4_1                 2       2
buf_2                  0       3
buf_4                 40      21
buf_6                  1       2
clkbuf_2               0       2
clkbuf_8               0       6
clkdlybuf4s50_1        0      34
dfrtp_1               20      20
dfxtp_1                6       6
dlygate4sd2_1          0       2
ha_1                  22      20
inv_1                 10       7
inv_2                  0       3
nand2_1               11      11
nand3_1                8       8
nand4_1                5       5
nor2_1                17      15
nor2_2                 0       2
nor3_1                 3       3
nor4_1                 2       2
o21a_1                 2       2
o21ai_0                6       5
o21bai_1               3       2
or3_1                  2       2
xnor2_1               10      10
xor2_1                 4       4
[through the flow]
step                      instances  TNS, ns  area [sq um]
after floorplan                 213        0          1980
after global placement          368   -0.281          2390
after detailed placement        368   -0.314          2390
after CTS                       378  -0.0147          2560
after global routing            380   -0.557          2610
final                           380        0          2610
[worst max-delay path, delay by kind of cell, from the launching register on]
family	cells	cell delay, ns
AOI/OAI and AO/OA	2	0.47
adders and majority gates	2	0.75
DFF	1	0.37
buffers and inverters	5	0.57
and+or+nand+nor	1	0.06
[state kept, by name, summed over array words and instances, names as in the netlist]
name / flops
xCounter: 10
yCounter: 10
VGA_BLANK: 1
VGA_BLANK1: 1
VGA_HS: 1
VGA_HS1: 1
VGA_VS: 1
VGA_VS1: 1
[layer usage]
| layer | GRT usage, % | share of wire, % | vias to the layer above |
|---|---|---|---|
| met5 | 0 | 0 | - |
| met1 | 6.94 | 42 | 735 |
| met2 | 10.1 | 51 | 39 |
| li1 | - | - | 769 |
| met3 | 1.93 | 5.5 | 7 |
| met4 | 1.37 | 1.9 | 0 |
[cell families (layout without fill, tap and decap cells)]
group           Yosys count  count (layout)
compound gates           40              40
fa+ha+maj                24              24
other cells               1               1
buf+inv                  51              82
simple gates             55              55
mux                       2               2
flops                    26              26
xor+xnor                 14              14
[worst paths after layout]
kind	end	cells after the start	from
setup reg to reg	yCounter[4]$_DFFE_PN0P_	5	xCounter[1]$_DFF_PN0_
hold reg to reg	VGA_HS$_DFF_P_	0	VGA_HS1$_DFF_P_
hold / removal	VGA_HS$_DFF_P_	0	VGA_HS1$_DFF_P_
min in group asynchronous	yCounter[0]$_DFFE_PN0P_	2	resetn
setup / recovery	memory_address[10]	10	xCounter[9]$_DFF_PN0_
max in group asynchronous	xCounter[8]$_DFF_PN0_	2	resetn
[power groups by stage]
stage / clock, mW / sequential [mW] / combinational, mW
4_1_cts: 0.389 / 0.317 / 0.00775
5_1_grt: 0.409 / 0.317 / 0.00841
6_report: 0.370 / 0.317 / 0.00702
[repair_timing]
action,4_1_cts,5_1_grt
hold endpoints to repair,0,0
setup endpoints to repair,7,8
buffers inserted,5,2
resized,26,14
pin swaps,20,8
hold buffers,0,0
cloned,0,0
[final cells by class]
class	count	share of cell area [%]
timing repair buffer	64	21.7
tap	136	6.52
multi-input combinational	136	41.9
sequential	26	23.8
clock buffer	7	3.55
clock inverter	1	1.15
inverter	10	1.44
